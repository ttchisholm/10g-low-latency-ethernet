**design/flow/design.v**
```verilog
`timescale 1ns/1ps
`default_nettype none
module scrambler #(
    parameter bit DESCRAMBLE = 0,
    localparam int DATA_WIDTH = 32
) (
    input wire i_clk,
    input wire i_reset,
    input wire i_init_done,
    input wire i_pause,
    input wire [DATA_WIDTH-1:0] i_data,
    output wire [DATA_WIDTH-1:0] o_data
);
    logic[127:0] scrambler_data;
    logic [127:0] next_scrambler_data;
    logic [95:0] next_scrambler_data_split;
    always_ff @(posedge i_clk) begin
        if (i_reset || !i_init_done) begin
            scrambler_data <= '1;
        end
        else if (!i_pause) begin
            scrambler_data <= next_scrambler_data;
        end
    end
    assign next_scrambler_data_split = {scrambler_data[DATA_WIDTH +: 128 - DATA_WIDTH]};
    assign next_scrambler_data = DESCRAMBLE ? {i_data, next_scrambler_data_split} :
                                                {o_data, next_scrambler_data_split};
    generate
        for (genvar gi = 0; gi < DATA_WIDTH; gi++) begin: l_assign_odata
            assign o_data[gi] = next_scrambler_data_split[(64-DATA_WIDTH) + 6+gi] ^ next_scrambler_data_split[(64-DATA_WIDTH) + 25+gi] ^ i_data[gi];
        end
    endgenerate
endmodule
```
**design/flow/run.sh**
```bash
#!/bin/bash
# OpenROAD 26Q1-2900-gdf79404cd8, Yosys 0.63+post, stock flow scripts
make -C /OpenROAD-flow-scripts/flow DESIGN_CONFIG=/design/flow/config.mk WORK_HOME=/design/flow/orfs finish
```
**design/flow/config.mk**
```make
export PLATFORM = sky130hd
export DESIGN_NAME = scrambler
export DESIGN_NICKNAME = scrambler
export VERILOG_FILES = /design/flow/design.v
export SDC_FILE = /design/flow/constraint.sdc
export NUM_CORES = 4
export LEC_CHECK = 1
export CORE_UTILIZATION = 40
```
**design/flow/constraint.sdc**
```tcl
current_design scrambler

set clk_period 3.5
set clk_io_pct 0.2

create_clock -name clk0 -period $clk_period [get_ports {i_clk}]

set non_clock_inputs [all_inputs -no_clocks]
set_input_delay [expr $clk_period * $clk_io_pct] -clock clk0 $non_clock_inputs
set_output_delay [expr $clk_period * $clk_io_pct] -clock clk0 [all_outputs]
```
==> Changelog: implementation <==
### Changed

* Part of the power in registers at 0.464
* Async S/R FF share, synth at 0
* Transition time at the pin with the least slew margin at 0.762 ns
* Startpoint of the worst-slack reg-to-reg timing path: scrambler_data[104]
* Cell occurring most often along the worst timing path: sky130_fd_sc_hd__clkdlybuf4s50_1
* Leading cell types by count after synthesis: sky130_fd_sc_hd__dfxtp_1, sky130_fd_sc_hd__nand2_1, sky130_fd_sc_hd__buf_4
* Core area at 7730 um^2
* Maximum number of pins on one net before global-route repair at 51
* Sort of element at the start of the critical path: input pin
* All-layer global routing usage at 0.127
* Latency at later pin at 0.32 ns
* Vertical die dimension at 91.3 um
* Cell type of the slowest stage on the worst timing path: sky130_fd_sc_hd__clkdlybuf4s50_1
* Number of different library cells in the post-synthesis netlist at 11
* Clk pin slew, worst setup/hold paths at 0.06 ns
* Final Hold Vio Count at 0
* Via count normalized by instance count at 4.40
* CTS Hold Bufs at 0
* Post-detailed-route count of antenna-violating nets at 0
* Chip area estimate from yosys synthesis at 3190 um^2
* Part of the Yosys area used for sequential elements at 0.364
* Top_reg_cell synth: sky130_fd_sc_hd__dfxtp_1
* Share of layout cells above drive strength 1 at 0.142
* Die outline area at 8340 um^2
* Registers, synthesis at 58
* Worst min path class: flop to flop
* Drt initial violations at 33
* CP Data Required Time at 2.80 ns
* Max Fclk at 0.374 GHz
* Sum of net half-perimeters after detailed placement at 3450 um
* Crit path largest cell delay at 0.48 ns
* Minimum clock period at 2.67 ns
* Highest net fanout along the worst path at 2
* Flip-flops with a built-in enable at 0
* Clock network fraction of design power at 0.350
* Registers with the most flip-flops: scrambler_data (58)
* Inserted Clock Buffers at 9
* Routability congestion estimate at 0.739
* Clock sink count at 58
* Setup repair after global routing missed its margin: no
* Yosys top cell area share at 0.364
* Cell area after synthesis at 3190 um^2
* Top register by number of flip-flops: scrambler_data
* Number of inserted diodes at 0
* Post-cts sizing count at 0
* Cell accounting for the most synthesized area: sky130_fd_sc_hd__dfxtp_1
* Area of all placed cells without fillers at 3870 um^2
* Sum of overflow across all layers after global routing at 0
* Start point of the critical path: i_data[21]
* Worst-path cell chain: clkdlybuf4s50_1, xnor3_1, inv_1, clkdlybuf4s50_1
* Vias in the first global route at 1,729
* DRC violations left at 0
* Mean cell area of the mapped netlist at 11.1 um^2
* Number of detailed-route iterations in the first pass at 4
* Largest vdd supply drop at 0.000215 V
* Number of flip-flops under the largest register name at 58
* Worst slew margin relative to its limit at 0.491
* Switching part of the total at 0.234
* Die width at 91.3 um
* OpenROAD warning count at 25
* Power density over cell area at 389 nW/um^2
* Clock H-tree levels at 3
* Worst r2r path cells at 2
* Number of instances in the synthesized netlist at 287
* Post-route clock period utilization at 0.764
* Max-slew violation count at 0
* Switching component of the power at 0.353 mW
* Sum of negative setup slack at 0 ns
* Max cap viols at 0
* Clock Tree Root: sky130_fd_sc_hd__clkbuf_8
* Total Wirelength at 5000 um
* Leakage power of the design at 2.03 nW
* Worst clock skew at 0.00377 ns
* Drt wl/cell at 11.7 um
* Setup repair bufs after CTS at 0
* Clk buf depth at 2
* Worst Path Arrival at 1.97 ns
* Number of warning messages in the yosys log at 1
* Number of top-level pins at 68
* Power, Total at 1.51 mW
* Number of antenna violations at the first check in global routing at 0
* Number of standard cells reported by yosys at 287
* TritonCTS clock tree: built
* Top cells by area: sky130_fd_sc_hd__dfxtp_1, sky130_fd_sc_hd__xnor3_1, sky130_fd_sc_hd__o211ai_2, sky130_fd_sc_hd__buf_4, sky130_fd_sc_hd__mux2i_1
* Fp_density at 0.413
* Final setup violating endpoints at 0
* # rows at 32
* Synthesis-to-finish area growth at 21.4%
* Cell Int Power at 1.15 mW
* Portion of total power attributed to combinational logic at 0.186
* Type of the setup path with the least slack: input pin to primary output
* Instance area at placement at 3700 um^2
* Number of buffers added on ports at 67
* Worst reg2reg setup slack at 2.47 ns
* Endpoint of the lowest-slack register-to-register path: scrambler_data[111]
* Wire length of the first global-routing pass at 8220 um
* Destination of the critical timing path: o_data[21]
* Routed vias at 1,878
* Outcome: finished clean
* Crit end category: primary output
[power by group through the flow]
stage     registers (mW)  logic, mW  clock network (mW)
6_report           0.699      0.281               0.528
5_1_grt            0.702      0.306               0.582
4_1_cts            0.699      0.286               0.552
[how the worst min path moves through the flow]
| stage | cells after the start | end | startpoint | slack [ns] |
|---|---|---|---|---|
| after CTS | 2 | scrambler_data[122] | scrambler_data[122] | 0.47 |
| final | 2 | scrambler_data[126] | scrambler_data[126] | 0.47 |
| after global routing | 2 | scrambler_data[126] | scrambler_data[126] | 0.49 |
[cells by family after synthesis]
family          Yosys count  synth area share
compound gates           32             0.116
xor+xnor                 32             0.226
buf+inv                  80             0.142
flops                    58             0.364
mux                      26            0.0816
simple gates             59            0.0702
[critical path, delay by kind of cell]
kind	cells	cell delay [ns]
buf+inv	3	1.02
xor+xnor	1	0.25
[routing by layer]
metal	track usage	share of wire
met3	0.0383	0.055
met2	0.184	0.43
met1	0.203	0.51
met4	0.0132	0.011
met5	0	0
[cell usage in the layout, fill, tap and decap left out]
cell	count
sky130_fd_sc_hd__o211ai_2	26
sky130_fd_sc_hd__nor2b_4	1
sky130_fd_sc_hd__clkinv_2	3
sky130_fd_sc_hd__dfxtp_1	58
sky130_fd_sc_hd__xnor3_1	32
sky130_fd_sc_hd__clkbuf_8	11
sky130_fd_sc_hd__clkdlybuf4s50_1	66
sky130_fd_sc_hd__inv_1	32
sky130_fd_sc_hd__o211ai_1	6
sky130_fd_sc_hd__mux2i_1	26
sky130_fd_sc_hd__clkbuf_1	1
sky130_fd_sc_hd__buf_4	4
sky130_fd_sc_hd__nand2_1	58
sky130_fd_sc_hd__buf_12	1
[stage by stage]
stage	worst slack (ns)	cells	util	hold WS, ns
after floorplan	1.74	287	-	0.438
after global placement	0.816	412	0.479	0.452
after detailed placement	0.809	412	0.479	0.451
after CTS	0.810	427	0.501	0.471
after global routing	0.778	427	0.501	0.487
final	0.827	427	0.501	0.470
[area by class of cell]
class	instances	area, um^2
fillers	673	3850
multi-input cells	149	1580
flip-flops and latches	58	1160
repair buffers	71	711
clock buffers	12	155
well taps	102	128
inverters	32	120
clock inverters	3	15.0
Power is estimated from default activity; no workload was simulated.
