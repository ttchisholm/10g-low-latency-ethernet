## flow/run.sh

```bash
#!/bin/bash
# OpenROAD 26Q1-2900-gdf79404cd8, Yosys 0.63+post, stock flow scripts
make -C /OpenROAD-flow-scripts/flow DESIGN_CONFIG=/design/flow/config.mk WORK_HOME=/design/flow/orfs finish
```

## flow/config.mk

```make
export PLATFORM = sky130hd
export DESIGN_NAME = tx_gearbox
export DESIGN_NICKNAME = tx_gearbox
export VERILOG_FILES = /design/flow/design.v
export SDC_FILE = /design/flow/constraint.sdc
export NUM_CORES = 4
export LEC_CHECK = 1
export CORE_UTILIZATION = 50
```

## flow/constraint.sdc

```tcl
current_design tx_gearbox

set clk_period 5.7
set clk_io_pct 0.2

create_clock -name clk0 -period $clk_period [get_ports {i_clk}]

set non_clock_inputs [all_inputs -no_clocks]
set_input_delay [expr $clk_period * $clk_io_pct] -clock clk0 $non_clock_inputs
set_output_delay [expr $clk_period * $clk_io_pct] -clock clk0 [all_outputs]
```

## flow/design.v

```verilog
`timescale 1ns/1ps
`default_nettype none
module tx_gearbox #(
    localparam int DATA_WIDTH = 32,
    localparam int HEADER_WIDTH = 2,
    localparam int SEQUENCE_WIDTH = 6
) (
    input wire i_clk,
    input wire i_reset,
    input wire [DATA_WIDTH-1:0] i_data,
    input wire [HEADER_WIDTH-1:0] i_header,
    input wire [SEQUENCE_WIDTH-1:0] i_gearbox_seq,
    input wire i_pause,
    output wire [DATA_WIDTH-1:0] o_data,
    output wire o_frame_word
);
    localparam int BUF_SIZE = 2*DATA_WIDTH + HEADER_WIDTH;
    wire load_header;
    logic [2*DATA_WIDTH + HEADER_WIDTH -1:0] obuf, next_obuf, shifted_obuf;
    wire [SEQUENCE_WIDTH-1:0] header_idx;
    wire [SEQUENCE_WIDTH-1:0] data_idx;
    assign load_header = !i_gearbox_seq[0];  
    assign o_frame_word =  i_gearbox_seq[0];  
    assign o_data = next_obuf[0 +: DATA_WIDTH];
    assign header_idx = i_gearbox_seq;  
    assign data_idx = load_header ? i_gearbox_seq + 2 : i_gearbox_seq + 1;  
    assign shifted_obuf = {{DATA_WIDTH{1'b0}}, obuf[DATA_WIDTH +: BUF_SIZE-DATA_WIDTH]};
    generate for (genvar gi = 0; gi < BUF_SIZE; gi++) begin: l_assign_obuf
        always @(*) begin
            next_obuf[gi] = obuf[gi];  
            if (gi < DATA_WIDTH) begin  
                next_obuf[gi] = shifted_obuf[gi];
            end
            if (!i_pause) begin  
                if (load_header) begin
                    if (gi >= header_idx && gi < header_idx + 2) begin
                        next_obuf[gi] = i_header[gi-header_idx];
                    end
                end
                if (gi >= data_idx && gi < data_idx + DATA_WIDTH) begin
                    next_obuf[gi] = o_frame_word ? i_data[gi-data_idx] : i_data[gi-data_idx];
                end
            end
        end
    end endgenerate
    always_ff @(posedge i_clk)
    if (i_reset) begin
        obuf <= '0;
    end else begin
        obuf <= next_obuf;
    end
endmodule
```

==> run_summary.xml <==
<?xml version="1.0" encoding="UTF-8"?>
<metrics>
  <group name="place">
    <metric name="dp_cells" unit="">1952</metric>
    <metric name="placement.io_buffers" unit="">75</metric>
    <metric name="detailedPlacementHpwl" unit="um">42600</metric>
    <metric name="postPlaceCellArea" unit="um2">12700</metric>
    <metric name="place_congestion" unit="">1.14</metric>
  </group>
  <group name="routing">
    <metric name="route.antenna.remaining_nets" unit="">0</metric>
    <metric name="postRouteWirelength" unit="um">56300</metric>
    <metric name="initial_detailed_routing_violation_count" unit="">1548</metric>
    <metric name="via_count" unit="">14400</metric>
    <metric name="viasPerCell" unit="">7.30</metric>
    <metric name="post-route-drc-count" unit="">0</metric>
    <metric name="drt_pass1_iterations" unit="">6</metric>
    <metric name="route.detailed.wl_per_inst" unit="um">28.6</metric>
  </group>
  <group name="layout">
    <metric name="top_regs" unit="">obuf x32</metric>
    <metric name="area_growth" unit="%">30.4</metric>
    <metric name="register_area" unit="um2">641</metric>
    <metric name="largest_register_ff_count" unit="">32</metric>
    <metric name="fin_area" unit="um2">13200</metric>
    <metric name="layout.core_utilization" unit="%">67.1</metric>
    <metric name="num-fill-cells" unit="">1717</metric>
    <metric name="final_layout_size_suffix_gt1_share" unit="%">26.1</metric>
    <metric name="largest_register" unit="">obuf</metric>
    <metric name="layout.cells.non_filler" unit="">1970</metric>
    <metric name="logic_area" unit="um2">8840</metric>
  </group>
  <group name="outcome">
    <metric name="run_status" unit="">complete, no violations</metric>
  </group>
  <group name="setup_path">
    <metric name="critical-path-slowest-cell" unit="">clkdlybuf4s50_1</metric>
    <metric name="timing.critical_path.required" unit="ns">4.56</metric>
    <metric name="worstPathCellList" unit="">dlygate4sd2_1, buf_4, ha_1, or2_4, buf_4, ha_2, buf_4, buf_12, mux2i_1, nor2_1, nand2_1, o21ai_0, a31oi_1, a31oi_1, o22a_1, clkdlybuf4s50_1</metric>
    <metric name="worst-path-max-fanout" unit="">8</metric>
    <metric name="setup.worst_path.class" unit="">in -&gt; out</metric>
    <metric name="timing.rr.end" unit="">obuf[37]</metric>
    <metric name="worst-path-buf-inv" unit="">6</metric>
    <metric name="worstPathArrival" unit="ns">4.46</metric>
    <metric name="ff2ff_path_depth" unit="">3</metric>
    <metric name="critPathMaxStageDelay" unit="ns">0.39</metric>
    <metric name="timing.reg2reg.setup_slack" unit="ns">4.77</metric>
    <metric name="critPathTopFamily" unit="">buffers and inverters</metric>
    <metric name="critical_path.endpoint_type" unit="">primary output</metric>
    <metric name="critical_path.startpoint_type" unit="">primary input</metric>
    <metric name="timing.critical_path.mode_cell" unit="">buf_4</metric>
    <metric name="rr_startpoint" unit="">obuf[37]</metric>
  </group>
  <group name="logic_synthesis">
    <metric name="edff_count_synth" unit="">0</metric>
    <metric name="fraction_of_synthesis_flops_using_an_asynchronous_set_or_reset_pin" unit="%">0</metric>
    <metric name="synth_chip_area" unit="um2">10100</metric>
    <metric name="synth_top_cell_by_area" unit="">mux4_2</metric>
    <metric name="synth.top_cells.by_area" unit="">mux4_2, o21ai_0, nand2_1, a21oi_1, dfxtp_1</metric>
    <metric name="synth.cell_area" unit="um2">10100</metric>
    <metric name="yosysTopAreaCellShare" unit="%">7.37</metric>
    <metric name="synth-cells-yosys" unit="">1465</metric>
    <metric name="synthFlopType" unit="">dfxtp_1</metric>
    <metric name="syn-instance-count" unit="">1465</metric>
    <metric name="top_cell" unit="">nand2_1</metric>
    <metric name="netlist_top_cells_count" unit="">nand2_1, o21ai_0, a21oi_1</metric>
    <metric name="synth-seq-cells" unit="">32</metric>
    <metric name="synthDistinctLibCells" unit="">104</metric>
    <metric name="ys_seq_share" unit="%">6.35</metric>
    <metric name="synthesis.yosys.warnings" unit="">1</metric>
    <metric name="synth_area_per_cell" unit="um2">6.88</metric>
  </group>
  <group name="timing">
    <metric name="worst_slew_pin_slew" unit="ns">1.09</metric>
    <metric name="timing.fmax" unit="MHz">179</metric>
    <metric name="grt_setup_unrepaired" unit="">no</metric>
    <metric name="final-setup-viol-count" unit="">0</metric>
    <metric name="period_utilization" unit="%">98.2</metric>
    <metric name="timing.hold.ws" unit="ns">0.472</metric>
    <metric name="timing.setup.tns" unit="ns">0</metric>
    <metric name="timing.final.hold_violations" unit="">0</metric>
    <metric name="finClkSkew" unit="ns">0</metric>
    <metric name="relSlewSlack" unit="%">26.8</metric>
    <metric name="final.min_clock_period" unit="ns">5.60</metric>
    <metric name="final_max_slew_viol_count" unit="">0</metric>
  </group>
  <group name="job">
    <metric name="max_cap_violations" unit="">0</metric>
    <metric name="log.warning_count" unit="">44</metric>
  </group>
  <group name="clock_tree">
    <metric name="tritoncts.num_buffers" unit="">5</metric>
    <metric name="clock_path_buffers" unit="">2</metric>
    <metric name="htree_levels" unit="">2</metric>
    <metric name="clkSinkCount" unit="">32</metric>
    <metric name="clk_pin_slew" unit="ns">0.06</metric>
    <metric name="root_cell_of_the_clock_tree" unit="">clkbuf_16</metric>
    <metric name="tritoncts" unit="">built</metric>
    <metric name="clock_insertion_delay_worst_skew" unit="ns">0.30</metric>
    <metric name="cts_hold_repair.buffers" unit="">0</metric>
  </group>
  <group name="floorplanning">
    <metric name="core_region_area" unit="um2">19600</metric>
    <metric name="floorplanUtilization" unit="%">51.5</metric>
    <metric name="floorplan.io_pins" unit="">76</metric>
    <metric name="die_y" unit="um">144</metric>
    <metric name="floorplan.die_area" unit="um2">20700</metric>
    <metric name="chipWidth" unit="um">144</metric>
    <metric name="placementRows" unit="">51</metric>
  </group>
  <group name="global_routing">
    <metric name="via_count_of_the_first_global_routing_pass" unit="">13000</metric>
    <metric name="grt_pass1_wl" unit="um">81700</metric>
    <metric name="grt-ovfl-total" unit="">0</metric>
    <metric name="number_of_antenna_violations_at_the_first_check_in_global_routing" unit="">3</metric>
    <metric name="grt.total_usage" unit="%">56.1</metric>
    <metric name="grt_max_degree" unit="">62</metric>
  </group>
  <group name="power_and_ir_drop">
    <metric name="total_leakage_power" unit="nW">5.14</metric>
    <metric name="pwr_density_cell" unit="nW/um2">199</metric>
    <metric name="peakVddDrop" unit="uV">122</metric>
  </group>
  <group name="hold_path">
    <metric name="min_delay_worst_endpoint" unit="">obuf[40]</metric>
    <metric name="hold_path_class" unit="">reg -&gt; reg</metric>
    <metric name="worst_hold_startpoint" unit="">obuf[40]</metric>
    <metric name="worstHoldPathCells" unit="">2</metric>
  </group>
</metrics>
==> layout by cell type (no fill, tap or decap), types with 19 or more instances in the layout <==
cell / count
buf_4: 278
inv_1: 20
clkdlybuf4s50_1: 70
nor2_1: 121
o22ai_1: 19
dfxtp_1: 32
mux4_2: 33
o211ai_1: 21
mux2i_1: 57
nand2_1: 174
nand3_1: 53
nor2b_1: 21
a31oi_1: 45
a21oi_1: 123
a211oi_1: 27
o21ai_0: 131
nor3_1: 50
==> power breakdown <==
| group | leakage, nW | switching (mW) | internal [mW] |
|---|---|---|---|
| registers | 0.263 | 0.0138 | 0.248 |
| logic | 4.81 | 1.19 | 0.885 |
| clock network | 0.0667 | 0.120 | 0.159 |
==> worst max path at each step <==
| stage | cells after the start | from | end |
|---|---|---|---|
| final | 16 | i_gearbox_seq[0] | o_data[1] |
| after global routing | 14 | i_gearbox_seq[0] | o_data[25] |
| after CTS | 14 | i_gearbox_seq[2] | o_data[18] |
==> layout make-up <==
type / instances / share of cell area, %
sequential: 32 / 4.87
multi-input combinational: 1267 / 67.2
antenna: 2 / 0.0380
timing repair buffer: 366 / 23.3
inverter: 31 / 0.989
clock buffer: 6 / 0.980
clock inverter: 1 / 0.0380
tap: 265 / 2.52
==> through the flow <==
| stage | total power, mW | worst slack [ns] |
|---|---|---|
| 6_report | 2.62 | 0.101 |
| 5_1_grt | 2.71 | 0.0234 |
| 4_1_cts | 2.46 | 0.00215 |
| 3_5_place_dp | 2.16 | -0.238 |
| 3_3_place_gp | 2.16 | -0.206 |
| 2_1_floorplan | 1.36 | 0.0229 |
==> worst register-to-register path: stages (launching register included) <==
cell and delay (ns):
dfxtp_1 0.31, nand2_1 0.06, a21oi_1 0.08, or3_1 0.37
==> cells by family (layout without fill, tap and decap cells) <==
family	count (synthesis)	count (layout)	share of synthesized area (%)
multiplexers	109	109	15.2
adder cells (fa/ha/maj)	25	25	3.10
AND-OR/OR-AND	579	579	38.3
buffers and inverters	166	404	8.18
other	0	2	0
XOR/XNOR	28	28	3.66
AND/OR/NAND/NOR	526	526	25.2
flip-flops	32	32	6.35
==> per-layer routing <==
layer / track usage (%) / wire, um
met1: 69.2 / 19800
met2: 76.5 / 21900
met3: 29.0 / 9690
met4: 35.6 / 4920
met5: 1.75 / 44
==> timing repair <==
action,CTS,global route
setup buffers,3,6
setup endpoints to repair,25,26
gates resized,12,50
pin swaps,1,16
hold endpoints to repair,0,0
Power is estimated from default activity; no workload was simulated.
