`/design/flow/config.mk`:
```
export PLATFORM = sky130hd
export DESIGN_NAME = rx_gearbox
export DESIGN_NICKNAME = rx_gearbox
export VERILOG_FILES = /design/flow/design.v
export SDC_FILE = /design/flow/constraint.sdc
export NUM_CORES = 4
export LEC_CHECK = 1
export CORE_UTILIZATION = 30
```
`/design/flow/constraint.sdc`:
```
current_design rx_gearbox

set clk_period 7.7
set clk_io_pct 0.2

create_clock -name clk0 -period $clk_period [get_ports {i_clk}]

set non_clock_inputs [all_inputs -no_clocks]
set_input_delay [expr $clk_period * $clk_io_pct] -clock clk0 $non_clock_inputs
set_output_delay [expr $clk_period * $clk_io_pct] -clock clk0 [all_outputs]
```
`/design/flow/design.v`:
```
`timescale 1ns/1ps
`default_nettype none
module rx_gearbox #(
    parameter bit REGISTER_OUTPUT = 1,
    localparam int DATA_WIDTH = 32,
    localparam int HEADER_WIDTH = 2,
    localparam int SEQUENCE_WIDTH = 6
) (
    input wire i_clk,
    input wire i_reset,
    input wire [DATA_WIDTH-1:0] i_data,
    input wire i_slip,
    output logic [DATA_WIDTH-1:0] o_data,
    output logic [HEADER_WIDTH-1:0] o_header,
    output logic o_data_valid,
    output logic o_header_valid
);
    localparam int BUF_SIZE = 2*DATA_WIDTH + HEADER_WIDTH + 1;  
    logic [SEQUENCE_WIDTH-1:0] gearbox_seq;
    logic half_slip;
    always_ff @(posedge i_clk)
    if (i_reset) begin
        gearbox_seq <= '0;
        half_slip <= '0;
    end else begin
        if (!i_slip) begin
            gearbox_seq <= gearbox_seq < 32 ? gearbox_seq + 1 : '0;
        end
        if (i_slip) begin
            half_slip <= ~half_slip;
        end
    end
    logic [BUF_SIZE-1:0] obuf, next_obuf;
    wire frame_word;
    logic [6:0] data_idxs[33];  
    logic [6:0] current_data_idx;
    assign frame_word = (half_slip) ? !gearbox_seq[0] && gearbox_seq != SEQUENCE_WIDTH'(32) : 
                                        !gearbox_seq[0];
    assign current_data_idx = data_idxs[gearbox_seq];
    generate for (genvar gi = 0; gi < BUF_SIZE; gi++) begin: l_assign_obuf
        always @(*) begin
            next_obuf[gi] = obuf[gi];
            if (gi == BUF_SIZE - 1) begin
                next_obuf[gi] = next_obuf[0];  
            end else begin
                if (frame_word) begin
                    if (gearbox_seq != 0 && gi >= current_data_idx) begin
                        next_obuf[gi] = i_data[gi - current_data_idx];
                    end else if (gi < DATA_WIDTH - gearbox_seq) begin
                        next_obuf[gi] = i_data[gi + gearbox_seq];
                    end
                end else begin
                    if (gi >= current_data_idx && gi < current_data_idx + 32) begin
                        next_obuf[gi] = i_data[gi - current_data_idx];
                    end
                end
            end
        end
    end endgenerate
    always_ff @(posedge i_clk)
    if (i_reset) begin
        obuf <= '0;
    end else begin
        obuf <= next_obuf;
    end
    wire [DATA_WIDTH-1:0] odata_int;
    wire [HEADER_WIDTH-1:0] oheader_int;
    wire odata_valid_int;
    wire oheader_valid_int;
    assign odata_valid_int = half_slip ? gearbox_seq != 31 : gearbox_seq != 0;
    assign oheader_int = half_slip ? next_obuf[2:1] : next_obuf[1:0];
    assign oheader_valid_int = !frame_word && odata_valid_int;
    assign odata_int = half_slip ? (!frame_word ? next_obuf[34:3] : next_obuf[66:35]) :
                               (!frame_word ? next_obuf[33:2] : next_obuf[65:34]);
    generate if (REGISTER_OUTPUT) begin: l_register_output
        always_ff @(posedge i_clk)
        if (i_reset) begin
            o_data_valid <= '0;
            o_header <= '0;
            o_header_valid <= '0;
            o_data <= '0;
        end else begin
            o_data_valid <= odata_valid_int;
            o_header <= (oheader_valid_int) ? oheader_int : o_header;
            o_header_valid <= oheader_valid_int;
            o_data <= (odata_valid_int) ? odata_int : o_data;
        end
    end else begin: l_comb_output
        assign o_data_valid = odata_valid_int;
        assign o_header = oheader_int;
        assign o_header_valid = oheader_valid_int;
        assign o_data = odata_int;
    end endgenerate
    initial begin
        data_idxs[0] = 00;
        data_idxs[1] = 32;
        data_idxs[2] = 64;
        data_idxs[3] = 30;
        data_idxs[4] = 62;
        data_idxs[5] = 28;
        data_idxs[6] = 60;
        data_idxs[7] = 26;
        data_idxs[8] = 58;
        data_idxs[9] = 24;
        data_idxs[10] = 56;
        data_idxs[11] = 22;
        data_idxs[12] = 54;
        data_idxs[13] = 20;
        data_idxs[14] = 52;
        data_idxs[15] = 18;
        data_idxs[16] = 50;
        data_idxs[17] = 16;
        data_idxs[18] = 48;
        data_idxs[19] = 14;
        data_idxs[20] = 46;
        data_idxs[21] = 12;
        data_idxs[22] = 44;
        data_idxs[23] = 10;
        data_idxs[24] = 42;
        data_idxs[25] = 8;
        data_idxs[26] = 40;
        data_idxs[27] = 6;
        data_idxs[28] = 38;
        data_idxs[29] = 4;
        data_idxs[30] = 36;
        data_idxs[31] = 2;
        data_idxs[32] = 34;
    end
endmodule
```
`/design/flow/run.sh`:
```
#!/bin/bash
# OpenROAD 26Q1-2900-gdf79404cd8, Yosys 0.63+post, stock flow scripts
make -C /OpenROAD-flow-scripts/flow DESIGN_CONFIG=/design/flow/config.mk WORK_HOME=/design/flow/orfs finish
```
==> deck_impl_summary.md <==
Flow Results at a Glance

Setup path
  • R2r startpoint: gearbox_seq[0]
  • R2R cell count: 13
  • Crit path from: gearbox_seq[0]
  • R2R Setup Slk: 2.48 ns
  • Worst path depth: 13
  • Worst Path Buf+Inv: 3
  • Crit start category: flip-flop
  • Worst Path Required: 8.08 ns
  • CP Capture Point: o_data[3]
  • Cell mode on critical path: buf_4
  • CP Cell Sequence: buf_4 -> inv_2 -> ha_1 -> nor3b_2 -> nand2_1 -> o31ai_4 -> buf_4 -> nor2_1 -> nand2b_1 -> o32a_1 -> o21a_1 -> o22ai_1 -> a31o_1
  • Worst EP arrival: 5.60 ns
  • Worst-path fanout max: 59
  • R2R Path End: o_data[3]
  • Slowest-stage cell, CP: nor2_1
  • CP Capture Type: flip-flop
  • Max incr delay on CP: 0.75 ns
  • Family with the most delay on the worst path: simple AND/OR/NAND/NOR gates
  • Worst setup path category: reg -> reg

Logic synthesis
  • Largest cells by area: dfxtp_1, mux4_2, nand2_1
  • Average cell area after synthesis: 7.51 sq um
  • Post-synth seq share: 16.4%
  • Yosys cell count: 1872
  • Area share, top type: 16.4%
  • Synthesis-stage register bit count: 115
  • Chip Area, Yosys: 0.0141 sq mm
  • Unique cell types: 97
  • Post-synth EDFFs: 0
  • Syn Inst Count: 1872
  • Async SR Flop Fraction: 0%
  • Area leader, netlist: dfxtp_1
  • Main synth FF type: dfxtp_1
  • Mapped Area: 0.0141 sq mm
  • Warnings, synthesis: 37

Timing
  • Final setup TNS: 0 ns
  • Post-route clock period utilization: 67.8%
  • Fin. max-slew vios: 0
  • RSZ-0062 raised after global routing: no
  • Post-layout minimum cycle time: 5.22 ns
  • Worst-Margin Slew: 0.935 ns
  • Final setup viols: 0
  • Worst rel slew slack: 37.2%
  • WHS: 0.467 ns
  • Clock Skews: 0.0107 ns
  • Peak Freq: 191 MHz
  • Final Hold Fails: 0

Clock network
  • CTS root buf: clkbuf_16
  • Worst skew pair latency: 0.44 ns
  • Htree depth: 4
  • Clk sinks: 115
  • Post-CTS setup buffer count: 0
  • Post_cts resized: 0
  • CTS buffer count: 17
  • Reg clk slew, reported paths: 0.05 ns
  • Cts hold-fix bufs: 0
  • CTS tree: yes
  • Longest Clk Path Bufs: 2

Job
  • Total of max-cap violations: 0
  • Tool warnings: 49

Route
  • DR WL/cell: 29.6 um
  • Final WL: 72800 um
  • Starting DRT DRC Count: 1814
  • Routed via count: 15800
  • Post-DR vias/cell: 6.43
  • # diodes: 0
  • Antenna Nets Post-Route: 0
  • Pre-Repair DR Iteration Count: 8
  • Residual DRC: 0

Cells and area
  • Fin util: 34.6%
  • Layout fillers: 4755
  • Commonest cells after routing, fill and taps aside: nand2_1, nor2_1, a21oi_1, o21ai_0, dfxtp_1
  • Layout cells sized above 1: 12.7%
  • Layout area overhead: 12.5%
  • Leading cell type in the layout, fill and taps excluded: nand2_1

Placed design
  • Detail Placement HPWL: 53400 um
  • PortBufs: 70
  • GP Congestion: 1.06

Global route
  • Vias in the first global route: 14600
  • First-pass GRT wire length: 105000 um
  • GRT overflow: 0
  • Initial antenna violation count: 0
  • Largest net degree at the start of global routing: 60
  • Gr usage total: 31.2%

Pwr
  • Leakage: 5.68 nW
  • Pwr/cell area: 220 mW/mm^2
  • Peak VDD IR: 0.000181 V

Die
  • Core area: 0.0458 sq mm
  • Core Density at Floorplan: 30.7%
  • Die y size: 218 um
  • I/O pin total: 71
  • Row count: 78
  • DIE AREA: 0.0477 sq mm
  • Die X: 218 um

Hold path
  • Worst Hold Depth: 2
  • Worst min path class: reg -> reg

Outcome
  • Outcome: complete, no violations
## final cells by class
| type | instances | area [sq um] | area share, % |
|---|---|---|---|
| clock inverter | 8 | 150 | 0.949 |
| multi-input combinational | 1556 | 10900 | 68.8 |
| tap | 600 | 751 | 4.75 |
| sequential | 115 | 2310 | 14.6 |
| timing repair buffer | 124 | 1100 | 6.96 |
| inverter | 37 | 139 | 0.878 |
| clock buffer | 22 | 484 | 3.06 |
## sequential cells by signal, indices dropped and copies added, names as in the netlist
signal and flops:
obuf 66, o_data 32, current_data_idx 6, gearbox_seq 6, o_header 2, half_slip 1
o_data_valid 1, o_header_valid 1
## logic make-up (layout without fill, tap and decap cells)
logic type / count (synthesis) / after routing / share of synthesized area, %
xor gates and xnor gates: 44 / 44 / 3.20
DFF: 115 / 115 / 16.4
muxes: 180 / 180 / 20.2
AOI/OAI and AO/OA: 606 / 606 / 28.0
and+or+nand+nor: 693 / 693 / 22.9
adders and majority gates: 33 / 33 / 2.94
buffers and inverters: 201 / 191 / 6.44
## stage by stage
| stage | cell area [sq um] | instances | setup slack, ns | power, mW |
|---|---|---|---|---|
| after floorplan | 14100 | 1872 | 4.14 | 1.85 |
| after global placement | 15200 | 2432 | 2.65 | 2.53 |
| after detailed placement | 15200 | 2432 | 2.66 | 2.53 |
| after CTS | 15800 | 2462 | 2.64 | 3.43 |
| after global routing | 15800 | 2462 | 2.34 | 3.63 |
| final | 15800 | 2462 | 2.48 | 3.48 |
## worst min-delay path: stages (launching register included)
cell and delay, ns:
dfxtp_1 0.32, nand2_1 0.05, o221ai_1 0.06
## synth_stat cells, types with 9 or more instances
library cell / count
a21oi_1: 157
o211ai_1: 18
nor2b_1: 23
o22ai_1: 26
a21o_1: 19
inv_1: 29
nand2b_1: 20
o31ai_1: 9
nand3_1: 76
nor3_1: 45
clkbuf_1: 96
buf_2: 47
and2_1: 27
o221ai_1: 15
nor2_1: 168
xnor2_1: 39
o21ai_1: 22
a211oi_1: 24
mux4_2: 72
and3_1: 20
mux2i_1: 78
mux2_2: 23
buf_1: 9
dfxtp_1: 115
nand2_1: 257
o21ai_0: 128
a311oi_1: 18
a31oi_1: 44
ha_1: 33
## power breakdown
part           internal [mW]  switching, mW
Sequential             0.681         0.0472
Clock                  0.573          0.324
Combinational          0.624           1.23
Total                   1.88           1.60
## worst min-delay path by stage
stage | start | to | slack, ns
5_1_grt | o_data[25] | o_data[25] | 0.50
6_report | o_data[20] | o_data[20] | 0.47
4_1_cts | o_data[23] | o_data[23] | 0.47
## metal layers
layer	GRT usage, %	share of wire (%)
met1	43.6	41
met2	44.9	42
met3	9.44	11
met4	13.1	5.4
met5	0	0
No activity file was given, so power comes from the tool's default toggle rates.
